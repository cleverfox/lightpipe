==> design.v <==
module i2s_tx #(
	parameter AUDIO_DW	= 32
)(
	input			sclk,
	input			rst,
        input                   lj,
	input                   lrclk,
	output reg		sdata,
	input [AUDIO_DW-1:0]	left_chan,
	input [AUDIO_DW-1:0]	right_chan
);
reg [AUDIO_DW-1:0]		bit_cnt;
reg [AUDIO_DW-1:0]		left;
reg [AUDIO_DW-1:0]		right;
reg lr_d;
reg lr_dd;
always @(posedge sclk)
    lr_d <= lrclk;
always @(negedge sclk)
    lr_dd <= lr_d;
always @(negedge sclk)
	if (rst)
		bit_cnt <= 1;
	else if (lr_d != lrclk)
		bit_cnt <= 1;
	else
		bit_cnt <= bit_cnt + 1;
always @(negedge sclk)
	if (lr_d != lrclk && lrclk) begin
		left <= left_chan;
		right <= right_chan;
	end
always @(negedge sclk)
    if(!lj)
    begin
        if(bit_cnt <= AUDIO_DW)
            sdata <= lrclk ? right[AUDIO_DW - bit_cnt] : left[AUDIO_DW - bit_cnt];
        else
            sdata <= 1'b0;
    end
endmodule
==> run.sh <==
#!/bin/bash
# OpenROAD 26Q1-2900-gdf79404cd8, Yosys 0.63+post, stock flow scripts
make -C /OpenROAD-flow-scripts/flow DESIGN_CONFIG=/design/flow/config.mk WORK_HOME=/design/flow/orfs finish
==> config.mk <==
export PLATFORM = sky130hd
export DESIGN_NAME = i2s_tx
export DESIGN_NICKNAME = i2s_tx
export VERILOG_FILES = /design/flow/design.v
export SDC_FILE = /design/flow/constraint.sdc
export NUM_CORES = 4
export LEC_CHECK = 1
export CORE_UTILIZATION = 30
==> constraint.sdc <==
current_design i2s_tx

set clk_period 10.8
set clk_io_pct 0.2

create_clock -name clk0 -period $clk_period [get_ports {sclk}]

set non_clock_inputs [all_inputs -no_clocks]
set_input_delay [expr $clk_period * $clk_io_pct] -clock clk0 $non_clock_inputs
set_output_delay [expr $clk_period * $clk_io_pct] -clock clk0 [all_outputs]
==> reports/summary.txt <==
GPL Wtd Cong = 0.800
GRT Total Usage = 0.123
Antenna violations before repair = 0
Hold path cells = 2
Cell taking the most area after synthesis = edfxtp_1
Crit path max fanout = 24
Clock Skew = 63.0 ps
Post-cts resize count = 0
RSZ-0062 raised after global routing = false
Dpl cells = 550
Main area contributors = edfxtp_1 47%, dfxtp_1 16%, xor2_1 3.8%
Row cnt = 42
Vias per cell = 4.42
Sw frac = 0.283
Routed len/inst = 11.8 um
Top-Level Pins = 69
Post-Syn Instances = 314
Synthesis area per yosys = 4140 um2
Port Buf Inserts = 68
Pint = 0.663 mW
Max-cap violations = 0
Die Wd = 120 um
Filler instances = 1,261
Clk sink count = 98
Library cells used by synthesis = 45
Clock share of power = 0.463
Worst Hold Launch = bit_cnt[17]
Register share after synthesis = 0.631
Logic area = 1430 um2
Clk ins delay skew pair = 410 ps
Tool warning count = 123
DP Area = 4990 um2
Post-Syn Area = 4140 um2
Syn avg cell area = 13.2 um2
WS Path Type = in2reg
Core footprint = 13,300 um2
CTS tree = yes
Setup bufs post-CTS = 0
Clock buffer count from CTS = 9
Worst setup margin = 1200 ps
Vias in the first global route = 3,160
Fin area = 5620 um2
Headroom to the max-slew limit = 0.484
Logic pwr share = 0.080
Final Util = 0.421
Reg2reg end = right[8]
Worst Reg-to-Reg Cells = 3
Syn. warnings = 1
Commonest flop = edfxtp_1
Leak pwr = 2.27 nW
DR vias = 2,928
WHS Endpoint = bit_cnt[17]
Die height = 120 um
# hold bufs at CTS = 0
Top Layout Cells = 105 x inv_1, 68 x clkdlybuf4s50_1, 65 x edfxtp_1
Met3 Track Usage GR = 0.0782
Clock transition at path regs = 30 ps
Part of the power in registers = 0.457
Post-DP HPWL = 5.27 mm
GRT overflow = 0
First-pass GRT wire length = 13.5 mm
Drt total wl = 7.81 mm
CP Capture Type = register
Ant diodes = 0
Fp_density = 0.310
Synth async-reset ratio = 0
Chip area = 14,300 um2
Final Instance Count excl. Fillers = 662
Worst VDD drop = 0.000158 V
Critical Path RT = 5540 ps
Clock tree buffer depth = 2
Total chip power = 0.926 mW
EDFF count, synth = 65
Hold WS = 512 ps
FF+latch count, synth = 98
Setup violators final = 0
Ratio of cells with drive above 1 in the final layout = 0.0556
Met2 usage = 0.160
Met1 Use GR = 0.167
Worst r2r src = lr_d
Setup TNS = 0 ps
Reg-to-reg setup timing slack = 3930 ps
Startpoint types = input pin
CTS root buf = clkbuf_16
Layout area overhead = 35.7%
GR peak layer = met1
Worst Path Arrival = 4340 ps
Post-Place Worst Slack = 747 ps
Hold Path Class = reg2reg
Final ANT Viol Nets = 0
Critical Path Source = lrclk
Net switching power figure = 0.262 mW
Final Hold Fails = 0
Largest net degree at the start of global routing = 65
Top cell area share = 0.471
FF/Latch Area = 2610 um2
Cells in synth_stat.txt = 314
Status = completed
Top cell excl fill/tap = inv_1
DRC = 0
Actual slew at the worst max-slew pin = 775 ps
1st-pass router iterations = 4
CTS H-tree lvls = 3
PwrDens = 165 nW/um2
Initial DRC Count = 104
Final Slew Violations = 0
-- per-layer routing --
| layer | vias to the layer above | wire length, um | share of wire |
|---|---|---|---|
| li1 | 1513 | - | - |
| met1 | 1284 | 3520 | 0.45 |
| met2 | 116 | 3420 | 0.44 |
| met3 | 15 | 679 | 0.087 |
| met4 | 0 | 187 | 0.024 |
| met5 | - | 0 | 0 |
-- Yosys cell counts (6+ instances only) --
| master | n |
|---|---|
| edfxtp_1 | 65 |
| dfxtp_1 | 33 |
| nor2_1 | 32 |
| nand3_1 | 18 |
| xor2_1 | 18 |
| nand2_1 | 17 |
| mux2i_1 | 14 |
| xnor2_1 | 11 |
| nand4_1 | 9 |
| a21oi_1 | 8 |
| nor4_1 | 8 |
| inv_1 | 7 |
| or3_1 | 6 |
-- final cells by class --
cell class	count	area share
repair buffers	71	0.125
well taps	176	0.0392
multi-input cells	198	0.255
clock buffers	9	0.0401
clock inverters	104	0.0725
flip-flops and latches	98	0.465
inverters	6	0.00401
-- registers in the layout, indices dropped and copies added, names as in the netlist --
register,flops
lr_d,1
bit_cnt,32
right,32
left,32
sdata,1
-- power by group through the flow --
stage,clock network (mW),registers [mW],logic [mW]
finish,0.429,0.423,0.0737
global route,0.498,0.424,0.0816
CTS,0.453,0.424,0.0754
-- worst max-delay path by stage --
| stage | cells after the start | to | slack (ps) |
|---|---|---|---|
| finish | 7 | sdata | 1200 |
| global route | 7 | sdata | 1010 |
| CTS | 7 | sdata | 1180 |
-- kinds of logic after synthesis --
kind of cell               Yosys count  synth area share
muxes                               23            0.0846
and+or+nand+nor                    116             0.146
AOI/OAI and AO/OA                   27            0.0441
buffers and inverters               18            0.0245
xor gates and xnor gates            29            0.0613
adders and majority gates            3           0.00906
DFF                                 98             0.631
-- worst max-delay path, stage by stage --
cell and delay (ps):
clkdlybuf4s50_1 630, buf_4 390, mux4_1 620, nand3_1 100, a41oi_1 130, o2111ai_1 210
o31ai_1 90
Power figures rest on the tool's default switching activity, not on a simulated workload.
