==> flow/run.sh <==
#!/bin/bash
# OpenROAD 26Q1-2900-gdf79404cd8, Yosys 0.63+post, stock flow scripts
make -C /OpenROAD-flow-scripts/flow DESIGN_CONFIG=/design/flow/config.mk WORK_HOME=/design/flow/orfs finish
==> flow/config.mk <==
export PLATFORM = sky130hd
export DESIGN_NAME = lightpipe_recv
export DESIGN_NICKNAME = lightpipe_recv
export VERILOG_FILES = /design/flow/design.v
export SDC_FILE = /design/flow/constraint.sdc
export NUM_CORES = 4
export LEC_CHECK = 1
export CORE_UTILIZATION = 50
==> flow/constraint.sdc <==
current_design lightpipe_recv

set clk_period 4.2
set clk_io_pct 0.2

create_clock -name clk0 -period $clk_period [get_ports {mclk}]

set non_clock_inputs [all_inputs -no_clocks]
set_input_delay [expr $clk_period * $clk_io_pct] -clock clk0 $non_clock_inputs
set_output_delay [expr $clk_period * $clk_io_pct] -clock clk0 [all_outputs]
==> flow/design.v <==
module lightpipe_recv(
    input mclk,  
    input rst,
    input adat,
    output reg wclk, 
    output reg [23:0] word0,
    output reg [23:0] word1,
    output reg [23:0] word2,
    output reg [23:0] word3,
    output reg [23:0] word4,
    output reg [23:0] word5,
    output reg [23:0] word6,
    output reg [23:0] word7,
    output reg [3:0] user
);
reg [7:0]framebit;
reg [4:0]chan;
reg [7:0]chstart;
reg [29:0]word;
wire [23:0]oword;
wire bitclock = oe;
wire nloss = ~nrzi_loss;
reg nloss_d;
assign oword = {
	word[28], word[27], word[26], word[21],
	word[24], word[23], word[22], word[21],
	word[19], word[18], word[17], word[16],
	word[14], word[13], word[12], word[11],
	word[9],  word[8],  word[7],  word[6],
	word[4],  word[3],  word[2],  word[1]
};
wire oe, data;
nrzi_decoder nrzi_inst (
    mclk,
    ~rst,
    adat,
    oe,
    in,
    nrzi_loss
);
always @(posedge mclk)
    if(!rst)
        user <= 0;
    else if(bitclock && framebit == 0) 
        user[3:0]<=word[29:26];
always @(posedge mclk)
    if(!rst)
       wclk <= 0;
    else if(bitclock && framebit == 0) 
        wclk <= 1;
    else if(bitclock && framebit == 128) 
        wclk <= 0;
always @(posedge mclk)
    if(!rst)
        nloss_d <= 1;
    else if(bitclock)
        nloss_d <= nloss;
always @(posedge mclk)
    if(!rst)
        word <= 0;
    else if(bitclock)
        word <= {in, word[29:1]};
always @(posedge mclk)
begin
    if(!rst)
    begin
        chstart <= 0;
        chan <= 0;
        framebit <= 0;
        word0 <= 0;
        word1 <= 'hff;
        word2 <= 0;
        word3 <= 'hff;
        word4 <= 0;
        word5 <= 'hff;
        word6 <= 0;
        word7 <= 'hff;
    end else 
        if(bitclock)
            begin
                if(nloss && !nloss_d)
                begin
                    framebit <= 252;
                    chstart = 252;
                    chan <= 8;
                end
                else
                begin
                    if(framebit == 255) begin
                        chstart <= framebit+1;
                        chan <= 0;
                    end else if(framebit == 30)begin
                        chstart = framebit+1;
                        chan <= 1;
                        word0<=oword;
                    end else if(framebit == 60)begin
                        chstart = framebit+1;
                        chan <= 2;
                        word1<=oword;
                    end else if(framebit == 90)begin
                        chstart = framebit+1;
                        chan <= 3;
                        word2<=oword;
                    end else if(framebit == 120)begin
                        chstart = framebit+1;
                        chan <= 4;
                        word3<=oword;
                    end else if(framebit == 150)begin
                        chstart = framebit+1;
                        chan <= 5;
                        word4<=oword;
                    end else if(framebit == 180)begin
                        chstart = framebit+1;
                        chan <= 6;
                        word5<=oword;
                    end else if(framebit == 210)begin
                        chstart = framebit+1;
                        chan <= 7;
                        word6<=oword;
                    end else if(framebit == 240)begin
                        chstart = framebit+1;
                        chan <= 8;
                        word7<=oword;
                    end
                    framebit <= framebit + 1;
                end
            end
end
endmodule
module nrzi_decoder
(
    input refclk,
    input reset,
    input in,
    output oe,
    output reg out,
    output loss
);
reg [5:0] accum;
reg reset_d, reset_dd;
wire transition;
reg in_d, in_dd, in_ddd, in_dddd;
assign transition = in_dddd ^ in_ddd;
assign oe = (accum[1:0] == 2'b11 ? 1'b1 : 1'b0);
assign loss = (accum > 32 ? 1'b1 : 1'b0);
always @(posedge refclk) reset_d <= reset;
always @(posedge refclk) reset_dd <= reset_d;
always @(posedge refclk) begin
    if (reset_dd) begin
        in_d <= 1'b0;
        in_dd <= 1'b0;
        in_ddd <= 1'b0;
        in_dddd <= 1'b0;
    end else begin
        in_d <= in;
        in_dd <= in_d;
        in_ddd <= in_dd;
        in_dddd <= in_ddd;
    end
end
always @(posedge refclk) begin
    if (reset_dd || transition)
        accum <= 4'b0;
    else
        accum <= accum + 1'b1;
end
always @(posedge refclk) begin
    if (reset_dd)
        out <= 1'b0;
    else if (transition)
        out <= 1'b1;
    else if (accum == 3'b100)
        out <= 1'b0;
end
endmodule
==> out/qor.csv <==
metric;value;unit
gp_congestion;0.859;
overflow;0;
path_class;reg -> reg;
clockBufferDepth;3;
netlist_area;0.00904;mm^2
ys_ff;240;
dp_hpwl;14500;um
hp-class;reg -> reg;
r2r_start;nrzi_inst.accum[0]$_SDFF_PP0_;
synth_seq_share;0.531;
io_buffers;199;
tool_warnings;29;
top_cell_area_share;0.531;
setup_viol;0;
syn_area_per_cell;10.3;um^2
grt_max_degree;85;
io-pin-count;200;
maxSlewViolCount;0;
antenna_found_initial;0;
cts_resized;0;
synth_cell_types;46;
dieArea;0.0186;mm^2
cpMaxStageDelayCell;buf_4;
status;finished, final reports clean;
fmax;384;MHz
dr_total_vias;6594;
worstSkewPairLatency;510;ps
rsz0062_at_grt;false;
critPathBufInv;2;
finalSetupTns;0;ps
ctsHoldBuffers;0;
synth.yosys.num_cells;875;
dr_wl_met2;10300;um
drt_iter0_markers;326;
synth-edff-count;0;
route.top_layer_used;met4;
die_w;136;um
yosysChipArea;0.00904;mm^2
cp_max_fo;46;
wl_met1;10200;um
fp_util;0.517;
crit_path_start;nrzi_inst.accum[0]$_SDFF_PP0_;
irDropWorstVdd;0.000331;V
dp_cells;1243;
lay_top_count;dfxtp_1;
cap_violations;0;
cp-start-kind;register;
slowest_delay;550;ps
hold_start;nrzi_inst.reset_d$_DFF_P_;
synthArstFlopShare;0;
top_cells_by_area;dfxtp_1 53%, mux2i_1 22%, nand2_1 7.6%;
post_drt_wl_per_cell;17.2;um
endpoint_kind;register;
area_delta_synth_final;30.1;%
largest_area_cell;dfxtp_1;
final_cell_mix;240 x dfxtp_1, 202 x mux2i_1, 198 x clkdlybuf4s50_1;
fp.dieH;136;um
viasPerCell;5.13;
drc_errors;0;
worstMarginPinSlew;696;ps
dr_wl_met3;1160;um
fin_skew;13.6;ps
drt-total-wl;22100;um
grt_pass1_wl;33700;um
cts_setup_buffers;0;
crit_chain;ha_2 > buf_4 > nand4_1 > a31oi_1 > buf_4 > nand3_2 > mux2i_1;
p_leak;4.69;nW
diodes;0;
h-tree-depth;1;
dr.pass1.iters;4;
synth_cells;875;
tritoncts;built;
drive_above_1_share;0.0613;
layout_worst_path_cycle_share;0.620;
synthFlopType;dfxtp_1;
fin_cells;1286;
pwr_density_cell;372;mW/mm^2
core_region_area;0.0175;mm^2
crit_top_cell;buf_4;
cts-root-buf;clkbuf_16;
yosys_warnings;4;
hold_viol;0;
clk_pin_slew;60;ps
grt_pass1_vias;5955;
ant_nets;0;
crit_family;buffers and inverters;
critPathArrivalTime;2980;ps
fin_crit;2600;ps
cts-buffers-inserted;25;
std_cell_rows;48;
cts_num_sinks;240;
grt_use_total;0.246;
required;4570;ps
slew_headroom;0.535;
per-layer routing:
metal,GRT usage,vias up
li1,-,3289
met1,0.384,3101
met2,0.377,173
met3,0.0410,31
met4,0.0426,0
met5,0,-
cells in the mapped netlist, types with 5 or more instances:
master    count
dfxtp_1     240
mux2i_1     202
nand2_1     184
nor2_1       72
clkbuf_1     29
nand4_1      19
o31a_1       16
buf_4        15
inv_1         9
buf_6         8
nand3_1       8
buf_1         7
and3_1        5
buf_2         5
ha_1          5
layout make-up:
class                      count  area (um^2)
clock buffer                  34          689
clock inverter                 9         48.8
fill                        1381         5710
inverter                      10         37.5
multi-input combinational    560         3840
sequential                   240         4800
tap                          225          282
timing repair buffer         208         2060
state kept, by name (all words and copies together), names as in the netlist, 4 cells and up:
register and cells:
word7 23, user 4, word1 23, word4 23, nrzi_inst.accum 6, word5 23
word6 23, word0 23, word3 23, word2 23, word 29, framebit 8
worst reg2reg max path, cell delays in order (launching register included):
cell and delay, ps:
dfxtp_1 380, ha_2 210, buf_4 550, nand4_1 160
a31oi_1 210, buf_4 240, nand3_2 470, mux2i_1 260
stage by stage:
stage	hold slack [ps]	cell area, um^2	total power, mW	utilization	setup slack [ps]
finish	328	11800	4.38	0.673	1600
global placement	311	11000	2.43	0.631	1450
CTS	330	11800	4.42	0.673	1590
global route	356	11800	4.52	0.673	1350
detailed placement	316	11000	2.43	0.631	1460
floorplan	310	9040	2.41	-	2180
kinds of logic after synthesis:
logic type / count (synthesis) / synth area share
AND/OR/NAND/NOR: 311 / 0.153
flip-flops: 240 / 0.531
multiplexers: 202 / 0.224
buffers and inverters: 75 / 0.0460
AND-OR/OR-AND: 37 / 0.0340
XOR/XNOR: 5 / 0.00485
adder cells (fa/ha/maj): 5 / 0.00692
report_power, final:
part | total, mW | internal (mW) | switching, mW
logic | 0.0883 | 0.0234 | 0.0650
clock network | 2.00 | 1.14 | 0.855
registers | 2.29 | 2.28 | 0.00504
total | 4.38 | 3.45 | 0.925
final timing paths:
kind	to	slack, ps	depth (start not counted)
min reg2reg	nrzi_inst.reset_dd$_DFF_P_	330	0
max reg2reg	word3[12]$_SDFFE_PN0P_	1600	7
max	word3[12]$_SDFFE_PN0P_	1600	7
min	nrzi_inst.reset_dd$_DFF_P_	330	0
Power is estimated from default activity; no workload was simulated.
