## run.sh

```bash
#!/bin/bash
# OpenROAD 26Q1-2900-gdf79404cd8, Yosys 0.63+post, stock flow scripts
make -C /OpenROAD-flow-scripts/flow DESIGN_CONFIG=/design/flow/config.mk WORK_HOME=/design/flow/orfs finish
```

## config.mk

```make
export PLATFORM = sky130hd
export DESIGN_NAME = i2s_rx
export DESIGN_NICKNAME = i2s_rx
export VERILOG_FILES = /design/flow/design.v
export SDC_FILE = /design/flow/constraint.sdc
export NUM_CORES = 4
export LEC_CHECK = 1
export CORE_UTILIZATION = 50
```

## constraint.sdc

```tcl
current_design i2s_rx

set clk_period 5.5
set clk_io_pct 0.2

create_clock -name clk0 -period $clk_period [get_ports {sclk}]

set non_clock_inputs [all_inputs -no_clocks]
set_input_delay [expr $clk_period * $clk_io_pct] -clock clk0 $non_clock_inputs
set_output_delay [expr $clk_period * $clk_io_pct] -clock clk0 [all_outputs]
```

## design.v

```verilog
module i2s_rx #(
	parameter AUDIO_DW		= 24
)(
	input				rst,     
        input                           format,  
	input				sclk,    
	input				lrclk,
	input				sdata,
	output reg [AUDIO_DW-1:0]	left_chan,
	output reg [AUDIO_DW-1:0]	right_chan
);
reg [AUDIO_DW-1:0]left;
reg [AUDIO_DW-1:0]right;
reg [AUDIO_DW-1:0]zero;
reg [7:0]       cbit;
reg		lrclk_d;
reg		lrclk_dd;
reg		lrclk_ddd;
wire		lrclk_nedge;
wire		lrclk_eof;
wire            sof;
wire            lchan;
assign lrclk_eof = (format==lrclk) && (lrclk ^ lrclk_d);
assign sof = (format && (lrclk_dd != lrclk)) ||
            (!format && (lrclk_dd != lrclk_ddd));
assign lrclk_nedge = (format && !lrclk_dd && lrclk) || 
            (!format && !lrclk_dd && lrclk_ddd );
always @(posedge sclk)
	lrclk_d <= lrclk;
always @(negedge sclk)
	lrclk_dd <= lrclk_d;
always @(negedge sclk)
	lrclk_ddd <= lrclk_dd;
always @(posedge sclk)
    if(~format) begin  
        if (lrclk_d && sof)  
            right <= {sdata, zero[AUDIO_DW-2:0]};
        else if (lrclk_d && ~sof && cbit<AUDIO_DW)   
            right[AUDIO_DW-2-cbit] <= sdata;
        else if(~lrclk_d && sof)  
            left <= {sdata, zero[AUDIO_DW-2:0]};
        else if(~lrclk_d && ~sof && cbit<AUDIO_DW)  
            left[AUDIO_DW-2-cbit] <= sdata;
    end else begin  
        if (lrclk) begin
            if(lrclk != lrclk_d)
                left <= {sdata, zero[AUDIO_DW-2:0]};
            else if(cbit<AUDIO_DW)
                left[AUDIO_DW-2-cbit] <= sdata;
        end else begin
            if(lrclk != lrclk_d)
                right <= {sdata, zero[AUDIO_DW-2:0]};
            else if(cbit<AUDIO_DW)
                right[AUDIO_DW-2-cbit] <= sdata;
        end
    end
always @(posedge sclk)
    if(!rst)
        zero <= 0;
always @(posedge sclk)
    if(!rst || sof)
        cbit <= 0;
    else 
        cbit <= cbit+1;
always @(posedge sclk)
	if (~rst) begin
		left_chan <= 0;
		right_chan <= 0;
	end else if (lrclk_eof && ~format) begin  
		left_chan <= left;
		right_chan <= {right[AUDIO_DW-2:0], sdata};
	end else if (lrclk_nedge && format) begin  
		right_chan <= right;
		left_chan <= left;
	end
endmodule
```

==> job_summary.md <==
## PnR job results

| Metric | Value |
|---|---|
| Status | completed |
| Logic area | 3290 um^2 |
| Setup TNS | 0 ps |
| PortBufs | 52 |
| H-tree depth | 3 |
| Crit-path cells | mux2i_1 > xor2_1 > nor2_1 > a22oi_1 > buf_4 > nand2_1 > mux2i_1 |
| Crit path required time | 5680 ps |
| Leak Pwr | 2.81 nW |
| Area of the die | 12700 um^2 |
| Mapped Area | 6120 um^2 |
| N_diodes | 0 |
| Via count | 4401 |
| Avg Inst Size Synth | 10.4 um^2 |
| CP startpoint kind | flop |
| Buffers & Inverters on Critical Path | 1 |
| Total CTS buffers | 9 |
| Worst slew pin tran | 860 ps |
| Reg-to-Reg Start | lrclk_ddd$_DFF_N_ |
| First-pass GRT wire length | 21.6 mm |
| Overall Global Routing Usage | 0.226 |
| Final tally of setup violations | 0 |
| HP Class | flop to flop |
| Clock sinks | 107 |
| Fraction of layout cells with a size suffix above 1 | 0.102 |
| CTS Buffer Depth | 2 |
| Pin count of the biggest net entering global routing | 51 |
| Setup CP Type | flop to flop |
| Hold path depth | 0 |
| Number of setup buffers added after CTS | 0 |
| Pre-antenna DRT Iters | 6 |
| Seq share, synth | 0.429 |
| Hold-fix buffers at CTS | 0 |
| Yosys reg bits | 107 |
| Final Hold Viols | 0 |
| HP Start | lrclk_dd$_DFF_N_ |
| Total power | 1.93 mW |
| FFs w/ async S/R, synth | 0 |
| Syn. warnings | 1 |
| Hpwl dp | 9.07 mm |
| Routed len/inst | 17.0 um |
| Worst-path clk slew | 70 ps |
| YS chip area | 6120 um^2 |
| Cells on worst reg2reg path | 7 |
| DR vias/cell | 5.70 |
| Core Region | 12000 um^2 |
| Cells after Synth | 586 |
| Clock latency (worst-skew pair) | 410 ps |
| Main flop type after synthesis | dfxtp_1 |
| Design Area, Final | 7040 um^2 |
| Area Growth Syn to Fin | 15.0% |
| Relative slew slack | 0.425 |
| Gpl congestion | 0.851 |
| Final Routed Wirelength | 13.1 mm |
| Drt initial violations | 340 |
| Pwr Density | 274 nW/um^2 |
| Overflow after GRT | 0 |
| Die Y | 113 um |
| Delay of the slowest critical-path stage | 490 ps |
| Worst R2R End | left[6]$_DFFE_PP_ |
| Hold Path Sink | lrclk_ddd$_DFF_N_ |
| Critical path arrival | 5200 ps |
| Number of global-route vias before repair | 4105 |
| Fin util | 0.588 |
| Num ports | 53 |
| Post-cts resize count | 0 |
| Slowest cell on the critical path | nand2_1 |
| Area of placed instances | 6720 um^2 |
| EDFF count, synth | 48 |
| Endpoint type of the worst setup path | flop |
| Register-to-register setup slack | 480 ps |
| # DRC | 0 |
| RSZ-0062 raised after global routing | false |
| Root buf cell | clkbuf_16 |
| Die Wd | 113 um |
| Final-report max-slew violation count | 0 |
| Max VDD drop | 221 uV |
| Commonest Layout Cell | nand2_1 |
| Rows | 40 |
| Tool warnings | 31 |
| Final Non-Filler Cells | 772 |
| CTS tree | done |
| CP top delay family | simple AND/OR/NAND/NOR gates |
| Post-synth cell types | 57 |
| Cell mode on critical path | mux2i_1 |
| # fillers | 1019 |
| Top Layout Cells | nand2_1, mux2i_1, dfxtp_1, clkdlybuf4s50_1, edfxtp_1 |
| Register area | 2620 um^2 |
| # Cells Yosys | 586 |
| Dpl cells | 755 |
| FP Util | 0.512 |
| Worst Skew | 60.6 ps |
| Final ANT Viol Nets | 0 |
| Max-cap violation count | 0 |
| Initial antenna violation count | 0 |
| CP max FO | 23 |
## through the flow
step                      setup WS (ps)  hold WS (ps)
after floorplan                    -255           357
after global placement              581           365
after detailed placement            507           369
after CTS                           449           381
after global routing                200           402
final                               476           378
## worst max path at each step
stage	from	end	slack, ps	depth (start not counted)
CTS	lrclk_ddd$_DFF_N_	left[22]$_DFFE_PP_	450	7
finish	lrclk_ddd$_DFF_N_	left[6]$_DFFE_PP_	480	7
global route	lrclk_ddd$_DFF_N_	left[1]$_DFFE_PP_	200	7
## Yosys cell counts, types with 3 or more instances
master / count / area [um^2]
nand2_1: 154 / 578
mux2i_1: 71 / 711
dfxtp_1: 59 / 1180
edfxtp_1: 48 / 1440
clkbuf_1: 28 / 105
a21boi_0: 24 / 180
o211a_1: 24 / 240
nor2_1: 22 / 82.6
nor4_4: 18 / 383
ha_1: 13 / 163
nand3_1: 9 / 45.0
xor2_1: 8 / 70.1
a21oi_1: 6 / 30.0
inv_1: 6 / 22.5
nand2b_1: 6 / 37.5
xnor2_1: 6 / 52.6
buf_2: 5 / 25.0
buf_6: 5 / 56.3
nor4b_1: 5 / 43.8
a211oi_1: 4 / 30.0
and3_1: 4 / 25.0
nand3b_1: 4 / 30.0
nor3_1: 4 / 20.0
a21o_1: 3 / 22.5
a22oi_1: 3 / 22.5
buf_4: 3 / 22.5
nand4_1: 3 / 18.8
nor4b_2: 3 / 45.0
o21ai_0: 3 / 15.0
## where the power goes
part,switching [mW],internal [mW]
Sequential,0.0545,0.922
Clock,0.303,0.380
Combinational,0.138,0.130
## layer usage
layer / GRT usage / wire length (um) / up-vias
li1: - / - / 2166
met1: 0.374 / 6420 / 2126
met5: 0 / 0 / -
met3: 0.0506 / 657 / 14
met4: 0.0364 / 250 / 0
met2: 0.328 / 5770 / 95
## cells by family after synthesis
| logic type | count (synthesis) | share of synthesized area |
|---|---|---|
| flops | 107 | 0.429 |
| compound gates | 81 | 0.113 |
| simple gates | 247 | 0.241 |
| buf+inv | 47 | 0.0378 |
| xor+xnor | 17 | 0.0299 |
| mux | 74 | 0.122 |
| fa+ha+maj | 13 | 0.0266 |
## state kept, by name (all words and copies together), names as in the netlist
signal,flops
cbit,8
lrclk_ddd,1
right,24
left_chan,24
lrclk_dd,1
lrclk_d,1
left,24
right_chan,24
## final cells by class
type	instances	share of cell area
clock buffer	9	0.0320
inverter	5	0.00267
tap	147	0.0261
clock inverter	9	0.0133
multi-input combinational	432	0.468
sequential	107	0.373
timing repair buffer	63	0.0857
Power and IR drop assume default switching activity.
